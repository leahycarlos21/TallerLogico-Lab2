`design/flow/design.v`:
```
module Problema1(input [3:0] in,
	output reg [6:0] out );
	always @ (in )begin
		case(in)
			4'b0000 :out = 7'b1000000;
			4'b0001 :out = 7'b1111001;
			4'b0010 :out = 7'b0100100;
			4'b0011 :out = 7'b0110000;
			4'b0100 :out = 7'b0011001;
			4'b0101 :out = 7'b0010010;
			4'b0110 :out = 7'b0000010;
			4'b0111 :out = 7'b1111000;
			4'b1000 :out = 7'b0000000;
			4'b1001 :out = 7'b0011000;
			4'b1010 :out = 7'b0001000;
			4'b1011 :out = 7'b0000011;
			4'b1100 :out = 7'b1000110;
			4'b1101 :out = 7'b0100001;
			4'b1110 :out = 7'b0000110;	
			4'b1111 :out = 7'b0001110;
			default :out = 7'b0000000;
		endcase 
	end
endmodule
```
`design/flow/run.sh`:
```
#!/bin/bash
# OpenROAD 26Q1-2900-gdf79404cd8, Yosys 0.63+post, stock flow scripts
make -C /OpenROAD-flow-scripts/flow DESIGN_CONFIG=/design/flow/config.mk WORK_HOME=/design/flow/orfs finish
```
`design/flow/config.mk`:
```
export PLATFORM = sky130hd
export DESIGN_NAME = Problema1
export DESIGN_NICKNAME = Problema1
export VERILOG_FILES = /design/flow/design.v
export SDC_FILE = /design/flow/constraint.sdc
export NUM_CORES = 4
export LEC_CHECK = 1
export CORE_AREA = 10 10 70 70
export DIE_AREA = 0 0 80 80
```
`design/flow/constraint.sdc`:
```
current_design Problema1

set clk_period 1.7
set clk_io_pct 0.2

create_clock -name clk0 -period $clk_period

set non_clock_inputs [all_inputs -no_clocks]
set_input_delay [expr $clk_period * $clk_io_pct] -clock clk0 $non_clock_inputs
set_output_delay [expr $clk_period * $clk_io_pct] -clock clk0 [all_outputs]
```
==> impl_metrics.csv <==
group,metric,value,unit
status,status,"completed",
routing,drc,0,
sta,slew_violations,0,
final_layout,utilization,0.175,
setup_path,cp-end-kind,"output pin",
routing,post_drt_wl_per_cell,8.97,um
die,chip_area,6400,um^2
yosys,synthCells,34,
yosys,top_cell,"ha_1",
yosys,synth_area,255,um^2
yosys,top_area_frac,0.294,
hold_path,hold_depth,4,
routing,vias,318,
final_layout,seq_area,0,um^2
die,die_y,80,um
pwr,power,0.130,mW
routing,vias_per_cell,3.09,
sta,setup_tns,0,ns
final_layout,final_cell_count_no_fill,103,
grt,antenna_found_initial,0,
yosys,common_cells,"ha_1 (6), inv_1 (3), mux2i_1 (3), nor2_1 (3), o21ai_0 (3)",
setup_path,cp-start-kind,"input pin",
final_layout,num-clock-buffers,0,
yosys,yosys_area,255,um^2
setup_path,worstPathMaxFanout,5,
yosys,topCellsByArea,"ha_1 (29%), mux2i_1 (12%), a22o_1 (6.9%)",
grt,grt.total_usage,0.0277,
pwr,pwr_density_cell,218,nW/um^2
die,die_x,80,um
sta,setup_viol,0,
grt,grt_pass1_vias,328,
job,tool_warnings,38,
final_layout,syn_to_final_growth,134,%
sta,period_used_share,0.972,
clock_network,postCtsHoldBufs,0,
setup_path,crit_arrival,1.31,ns
final_layout,ff_count,0,
yosys,avgSynthCellArea,7.51,um^2
routing,first_iter_violations,9,
grt,grt_overflow,0,
final_layout,drive_gt1_frac,0.544,
setup_path,cp_data_required_time,1.36,ns
pwr,vdd_drop_max,0.0000324,V
hold_path,min_from,"in[3]",
routing,diodes,0,
die,floorplan.core_util,0.0747,
die,rows,21,
routing,firstDrtPassIters,2,
placed_design,io_buffers,11,
placed_design,dp_cells,99,
sta,hold_slack,1.18,ns
placed_design,post-dp-hpwl,708,um
yosys,synth_seq_share,0,
die,core_area,3420,um^2
yosys,synth.largest_area_cell,"ha_1",
yosys,synth.distinct_cells,19,
pwr,cellLeakagePower,0.288,nW
final_layout,fill_cells,385,
yosys,ys_warn_count,1,
grt,grt_pass1_wl,1510,um
final_layout,combGateArea,299,um^2
sta,slew_headroom,0.888,
hold_path,hp-class,"in -> out",
hold_path,min_to,"out[6]",
sta,fmax,605,MHz
job,drv_cap,0,
sta,rsz0062_at_grt,"false",
routing,drt_wl_total,924,um
setup_path,critPathKind,"in -> out",
sta,fin_crit,1.65,ns
sta,worst_slew_pin_slew,0.163,ns
die,pin_count,11,
yosys,synth_stat.cells,34,
routing,ant_nets,0,
grt,grt_max_degree,7,
placed_design,gp_congestion,0.669,
sta,hold_viol,0,
## through the flow
step	worst slack (ns)	area (um^2)
final	0.0479	597
after global routing	0.00500	597
after CTS	-0.122	584
after detailed placement	-0.778	483
after global placement	-0.782	483
after floorplan	0.287	255
## critical path, stage by stage
cell,delay (ns)
buf_6,0.11
inv_4,0.08
ha_4,0.21
nand2b_4,0.07
o21ai_1,0.05
a32o_1,0.21
dlygate4sd2_1,0.24
## worst max-delay path by stage
stage	startpoint	slack, ns	end	cells after the start
after CTS	in[3]	-0.12	out[5]	6
final	in[0]	0.05	out[1]	7
after global routing	in[0]	0.005	out[2]	6
## logic make-up (layout without fill, tap and decap cells)
kind of cell | Yosys count | after routing | share of synthesized area
muxes | 4 | 4 | 0.162
AOI/OAI and AO/OA | 9 | 9 | 0.230
adders and majority gates | 6 | 6 | 0.294
and+or+nand+nor | 10 | 10 | 0.211
buffers and inverters | 5 | 28 | 0.103
## timing repair
item	CTS	global route
resized	42	9
buffers inserted	4	0
setup endpoints to repair	7	5
pin swaps	5	2
## layout by cell type (no fill, tap or decap)
| cell type | count |
|---|---|
| clkbuf_2 | 1 |
| inv_4 | 1 |
| buf_4 | 9 |
| ha_1 | 2 |
| o21ai_1 | 3 |
| a32o_1 | 1 |
| a22o_1 | 2 |
| nor2b_2 | 1 |
| nor2_2 | 2 |
| mux2i_1 | 3 |
| dlymetal6s2s_1 | 2 |
| ha_4 | 4 |
| o21ai_0 | 1 |
| buf_2 | 2 |
| or3b_1 | 1 |
| inv_6 | 1 |
| nand2b_4 | 2 |
| mux2_2 | 1 |
| nand3_1 | 1 |
| inv_1 | 1 |
| dlygate4sd2_1 | 4 |
| buf_6 | 7 |
| nand2_1 | 1 |
| o22ai_1 | 1 |
| a21oi_1 | 1 |
| nor2_1 | 2 |
## routing by layer
metal	part of all wire	routed length [um]	global-route usage
met5	0	0	0
met4	0	0	0
met3	0.0022	2	0
met2	0.56	518	0.0546
met1	0.44	403	0.0343
## power by group
group / leakage (nW) / switching [mW] / total [mW] / internal [mW]
Combinational: 0.288 / 0.0520 / 0.130 / 0.0784
Clock: 0 / 0 / 0 / 0
Sequential: 0 / 0 / 0 / 0
## area by class of cell
class,count,share of cell area
tap,46,0.0964
inverter,3,0.0314
timing repair buffer,25,0.371
multi-input combinational,29,0.501
Power and IR drop assume default switching activity.
