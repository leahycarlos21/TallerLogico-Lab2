[./config.mk]
export PLATFORM = sky130hd
export DESIGN_NAME = problema3
export DESIGN_NICKNAME = problema3
export VERILOG_FILES = /design/flow/design.v
export SDC_FILE = /design/flow/constraint.sdc
export NUM_CORES = 4
export LEC_CHECK = 1
export CORE_AREA = 10 10 70 70
export DIE_AREA = 0 0 80 80
[./design.v]
module contador#(parameter N=6)(input logic clk, rst,
						output logic [N-1:0] count);
always @(posedge clk, posedge rst)
	if(rst)count <= 0;
	else count <= count +'b1;
endmodule
module display7(input [3:0] in,
	output logic [6:0] out );
	always @ (in )begin
		case(in)
			4'b0000 :out = 7'b1000000;
			4'b0001 :out = 7'b1111001;
			4'b0010 :out = 7'b0100100;
			4'b0011 :out = 7'b0110000;
			4'b0100 :out = 7'b0011001;
			4'b0101 :out = 7'b0010010;
			4'b0110 :out = 7'b0000010;
			4'b0111 :out = 7'b1111000;
			4'b1000 :out = 7'b0000000;
			4'b1001 :out = 7'b0011000;
			4'b1010 :out = 7'b0001000;
			4'b1011 :out = 7'b0000011;
			4'b1100 :out = 7'b1000110;
			4'b1101 :out = 7'b0100001;
			4'b1110 :out = 7'b0000110;	
			4'b1111 :out = 7'b0001110;
			default :out = 7'b0000000;
		endcase 
	end
endmodule
module problema3#(parameter n=6)(input logic clk, rst,
											output logic [6:0] out);
	logic [n-1:0] countOut;
	contador#(n) contadorN(clk,rst,countOut);
	display7 display(countOut,out);
endmodule 
[./run.sh]
#!/bin/bash
# OpenROAD 26Q1-2900-gdf79404cd8, Yosys 0.63+post, stock flow scripts
make -C /OpenROAD-flow-scripts/flow DESIGN_CONFIG=/design/flow/config.mk WORK_HOME=/design/flow/orfs finish
[./constraint.sdc]
current_design problema3

set clk_period 2.4
set clk_io_pct 0.2

create_clock -name clk0 -period $clk_period [get_ports {clk}]

set non_clock_inputs [all_inputs -no_clocks]
set_input_delay [expr $clk_period * $clk_io_pct] -clock clk0 $non_clock_inputs
set_output_delay [expr $clk_period * $clk_io_pct] -clock clk0 [all_outputs]
==> flow_metrics.py <==
# Synthesis and PnR figures
metrics = {
    "global_route": {
        "grt_start_max_net_pins": 22,
        "gr-usage-met1": 0.0340,
        "via_count_of_the_first_global_routing_pass": 301,
        "gr_met2_demand_resource": 0.0369,
        "grt_overflow_total": 0,
        "antenna_found_initial": 0,
        "grt_first_pass_wirelength_um": 1390,
        "gr-usage-met3": 0.0193,
        "globalRoute.busiestLayer": "met2",
        "global_route_usage_sum": 0.0269,
    },
    "timing": {
        "drv_slew": 0,
        "finalWorstPathRequiredPeriod_ns": 2.32,
        "grt_setup_unrepaired": "true",
        "setup_viol": 0,
        "timing_hold_violations_final": 0,
        "timing.clock.skew_ns": 0.00168,
        "final.period_utilization": 0.965,
        "slew-limit-headroom": 0.702,
        "timing_worst_slew_pin_value_ns": 0.446,
        "max_clock_freq_mhz": 432,
    },
    "setup_path": {
        "critPathMaxStageDelay_ns": 0.48,
        "setup.worst_path.class": "reg -> out",
        "worst_ep_required_time_ns": 1.92,
        "worstReg2RegStart": "contadorN.count[0]$_DFF_PP0_",
        "critical_path.max_fanout": 6,
        "reg2reg_depth": 3,
        "crit_path_top_delay_cell": "clkdlybuf4s50_1",
        "critical_path.startpoint": "contadorN.count[0]$_DFF_PP0_",
        "crit_path_end_kind": "primary output",
        "timing.critical_path.arrival_ns": 1.84,
        "cp_cell_sequence": "buf_4, ha_1, or2b_1, o21ai_1, clkdlybuf4s50_1",
        "worst_setup_path_start_kind": "flop",
    },
    "final_layout": {
        "final_util": 0.164,
        "max_ffs_per_register": 4,
        "layout.cells.most_common": "clkdlybuf4s50_1",
        "fillCellCount": 386,
        "layout-drive-gt1-share": 0.172,
        "finalNonFillerCells": 104,
        "layout.cells.most_common_list": "clkdlybuf4s50_1, o21ai_0, ha_1, a21oi_1, inv_1",
        "layout-area-overhead-vs-synth_pct": 35.9,
        "largest_register": "contadorN.count",
        "layout_top_registers": "contadorN.count x4",
    },
    "pwr": {
        "total_power_mw": 0.152,
        "power_frac_seq": 0.445,
        "pwr_dens_mw_per_mm2": 273,
        "internal_power_mw": 0.125,
        "vdd_ir_drop_max_uv": 77.0,
        "netSwitchingFraction": 0.179,
        "clock_power_share": 0.536,
        "power.combinational.fraction": 0.019,
        "net-switching-power_mw": 0.0273,
        "power.leakage_nw": 0.203,
    },
    "clock_tree": {
        "cts.reportedPaths.clkPinSlew_ns": 0.04,
        "clk_path_buf_depth": 2,
        "cts_tree": "yes",
        "number_of_clock_sinks": 4,
        "cts_made_buffers": 3,
        "clock-root-buffer": "clkbuf_4",
        "clock_insertion_delay_worst_skew_ns": 0.23,
        "h-tree-depth": 1,
    },
    "detailed_routing": {
        "detail_route.iter0.violations": 13,
        "num_vias": 346,
        "drt-total-wl_um": 859,
        "average_wire_per_cell_in_the_routed_design_um": 8.26,
        "ant_nets": 0,
        "drtPass1Iterations": 3,
        "vias_per_cell": 3.33,
        "detail_route.antenna_diodes": 0,
        "route.detailed.drc": 0,
    },
    "floorplanning": {
        "initial_utilization": 0.121,
        "dieArea_mm2": 0.00640,
        "floorplan.die.height_um": 80,
        "pin_count": 9,
        "chipWidth_um": 80,
        "fp-row-count": 21,
        "core-area_mm2": 0.00342,
    },
    "synthesis": {
        "synth.yosys.warnings": 3,
        "synth_sequential_area_ratio": 0.243,
        "yosys.cell_types.count": 18,
        "syn_inst": 47,
        "synth.ff_latch_count": 4,
        "yosys_area_um2": 412,
        "post_synth.cell_area_avg_um2": 8.76,
        "synth_stat.cells": 47,
        "synth_area_um2": 412,
    },
    "run_status": {
        "outcome": "completed",
    },
    "placed_design": {
        "detailed_place_hpwl_um": 670,
        "placed_cells": 99,
        "portBuffers": 8,
        "place.gp.congestion": 0.751,
    },
    "hold_path": {
        "holdCritPathClass": "in -> async",
    },
    "run": {
        "max_cap_viol_count": 0,
        "warning_count": 31,
    },
}
[layout make-up]
cell class,instances,area [um^2],share of cell area
Clock buffer,3,22.5,0.0403
Inverter,4,15.0,0.0268
Multi-Input combinational cell,36,260,0.465
Sequential cell,4,101,0.181
Tap cell,46,57.6,0.103
Timing Repair Buffer,11,103,0.183
[repair_timing]
action,CTS,global route
gates resized,0,2
setup buffers,2,0
hold buffers,0,0
hold endpoints to repair,0,0
setup endpoints to repair,1,5
gates cloned,0,0
[through the flow]
step	area [um^2]	worst slack, ns	TNS [ns]	hold slack, ns
finish	559	0.0847	0	0.433
global route	559	-0.0170	-0.0183	0.455
CTS	556	0.0189	0	0.433
detailed placement	518	0.229	0	0.477
global placement	518	0.255	0	0.472
floorplan	412	0.844	0	0.246
[synthesized netlist by cell type]
cell      n  area (um^2)
ha_1      6         75.1
o21ai_0   5         25.0
a21oi_1   4         20.0
dfrtp_1   4          100
inv_1     4         15.0
nand2_1   3         11.3
nand3_1   3         15.0
nor2_1    3         11.3
o21ai_1   3         15.0
mux2i_1   2         20.0
o211ai_2  2         25.0
or2b_1    2         15.0
buf_12    1         20.0
buf_4     1         7.51
buf_6     1         11.3
nand3b_1  1         7.51
xnor2_1   1         8.76
xor2_1    1         8.76
[power by group through the flow]
stage	clock network [mW]	logic [mW]	registers, mW
after global routing	0.0907	0.00338	0.0677
after CTS	0.0879	0.00307	0.0678
final	0.0818	0.00292	0.0678
[critical path, delay by kind of cell (launching register included)]
family | cells | cell delay [ns]
adders and majority gates | 1 | 0.23
and+or+nand+nor | 1 | 0.26
DFF | 1 | 0.36
AOI/OAI and AO/OA | 1 | 0.12
buffers and inverters | 2 | 0.64
[worst paths after layout]
check / end / slack [ns]
worst min register to register: contadorN.count[0]$_DFF_PP0_ / 0.48
min in group clk0: contadorN.count[0]$_DFF_PP0_ / 0.48
worst max register to register: contadorN.count[2]$_DFF_PP0_ / 1.37
worst min-delay path: contadorN.count[1]$_DFF_PP0_ / 0.43
max in group asynchronous: contadorN.count[2]$_DFF_PP0_ / 1.80
worst max-delay path: out[2] / 0.08
[per-layer routing]
layer	up-vias	wire (um)
met2	7	363
met4	0	0
met3	0	99
li1	183	-
met5	-	0
met1	156	397
[cells by family (layout without fill, tap and decap cells)]
family                     Yosys count  in the layout  synth area share
AOI/OAI and AO/OA                   14             14             0.207
buffers and inverters                7             18             0.131
adders and majority gates            6              6             0.182
muxes                                2              2            0.0486
xor gates and xnor gates             2              2            0.0426
and+or+nand+nor                     12             12             0.146
DFF                                  4              4             0.243
No activity file was given, so power comes from the tool's default toggle rates.
